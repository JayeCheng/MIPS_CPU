==> flow/config.mk <==
export PLATFORM = sky130hd
export DESIGN_NAME = InstMem
export DESIGN_NICKNAME = InstMem
export VERILOG_FILES = /design/flow/design.v
export SDC_FILE = /design/flow/constraint.sdc
export NUM_CORES = 4
export LEC_CHECK = 1
export CORE_AREA = 10 10 70 70
export DIE_AREA = 0 0 80 80
export SYNTH_MEMORY_MAX_BITS = 65536
==> flow/constraint.sdc <==
current_design InstMem

set clk_period 2.4
set clk_io_pct 0.2

create_clock -name clk0 -period $clk_period

set non_clock_inputs [all_inputs -no_clocks]
set_input_delay [expr $clk_period * $clk_io_pct] -clock clk0 $non_clock_inputs
set_output_delay [expr $clk_period * $clk_io_pct] -clock clk0 [all_outputs]
==> flow/design.v <==
module InstMem(
    output reg [31:0] data,
    input wire ce,
    input wire [31:0] addr
);
reg [31:0] instmem [1023 : 0];    
always@(*)
begin      
    if(ce == 1'b0)
        data = 32'h00000000;
    else
        data = instmem[addr[11 : 2]];   
end
    initial
      begin
        instmem [0]  = 32'b001101_00000_00001_0000000000000100;               
        instmem [1]  = 32'b000000_00000_00001_00010_00000_100000;             
        instmem [2]  = 32'b000000_00010_00001_00011_00000_100010;             
        instmem [3]  = 32'b000000_00010_00010_00100_00000_100100;             
        instmem [4]  = 32'b000000_00000_00001_00101_00000_100101;             
        instmem [5]  = 32'b000000_00001_00010_00110_00000_100110;             
        instmem [6]  = 32'b001111_00000_00111_1100_0000_0000_0010;            
        instmem [7]  = 32'b001101_00111_00111_1000000000001000;               
        instmem [8]  = 32'b000000_00000_00111_01000_00010_000000;             
        instmem [9]  = 32'b000000_00000_00111_01001_00010_000010;             
        instmem [10] = 32'b000000_00001_00000_00000_00000_010011;             
        instmem [11] = 32'b000000_00001_00000_00000_00000_010001;             
        instmem [12] = 32'b000000_00000_00111_01010_00011_000011;             
        instmem [13] = 32'b001000_00001_01011_0000000000000010;               
        instmem [14] = 32'b001100_00001_01100_0000000000000100;               
        instmem [15] = 32'b001110_00001_01101_0000000000000010;               
        instmem [16] = 32'b000000_00000_00000_01110_00000_010000;             
        instmem [17] = 32'b000000_00000_00000_01111_00000_010010;             
        instmem [18] = 32'b101011_00001_00001_0000_0000_0000_0100;            
        instmem [19] = 32'b100011_00001_10000_0000_0000_0000_0100;            
        instmem [20] = 32'b000000_00100_00001_10001_00000_101010;             
        instmem [21] = 32'b000000_00001_01011_10010_00000_100000;             
        instmem [22] = 32'b000000_00001_00010_00000_00000_011001;             
        instmem [23] = 32'b000000_00001_00010_00000_00000_011010;             
        instmem [24] = 32'b000000_11111_11110_00000_00000_011000;             
        instmem [25] = 32'b000000_11111_11110_00000_00000_011010;             
      end
endmodule
==> flow/run.sh <==
#!/bin/bash
# OpenROAD 26Q1-2900-gdf79404cd8, Yosys 0.63+post, stock flow scripts
make -C /OpenROAD-flow-scripts/flow DESIGN_CONFIG=/design/flow/config.mk WORK_HOME=/design/flow/orfs finish
==> deck_impl_summary.md <==
Flow Results at a Glance

Synth
  • Count of unique library cells instantiated by Yosys: 46
  • Yosys top cell area share: 0.1478
  • Cell type with the largest total area after synthesis: ha_1
  • Post-synthesis sequential area ratio: 0
  • Netlist Area Pre-Place: 1016 um2
  • Most frequently used cell type in the post-synthesis netlist: a21oi_1
  • Synthesized instance count: 149
  • Top cell types by occurrence after synthesis: 17 x a21oi_1, 14 x nand2_1, 12 x ha_1
  • Total cell area reported by yosys after synthesis: slightly above 1000 um2
  • Mean area per synthesized cell: 6.819 um2
  • Yosys warning tally: 1
  • Cell area leaders: ha_1 15%, a21oi_1 8.4%, buf_4 7.4%
  • Count of instantiated cells in the yosys netlist: approximately 150

Die
  • Io pins: 65
  • Initial core utilization: 0.2974
  • Area enclosed by the die boundary: 6400 um2
  • Std cell rows: 21
  • Floorplan Core Area: 3416 um2
  • Overall die width: 80 um
  • Die Y: 80 um

Finish
  • Num sequential: 0
  • Layout cell share with drive strength beyond 1: 0.3981
  • Post-layout utilization of the core: 0.5440
  • Area overhead of the layout relative to synthesis: 82.88%
  • Clock buffer instance count of the final layout: 0
  • Number of filler instances in the final layout: 317
  • Footprint of the flip-flops and latches: 0 um2

Clocking
  • Hold Buf Count CTS: 0

Global route
  • Remaining Overflow, GRT: 0
  • Number of antenna violations at the first check in global routing: 0
  • First-pass GRT wire length: 6258 um
  • Pin count of the biggest net entering global routing: 22
  • Vias in the first global route: roughly 1300
  • Total track usage: 0.1143

Placed design
  • I/O Buffers: 34
  • Gp weighted congestion: 0.8848
  • HPWL Detailed: 2734 um

Worst setup path
  • Startpoint type of the worst setup path: input pin
  • Critical path's top delay family: buffers and inverters
  • Kind of capture point of the worst setup path: primary output
  • Arrival time at the worst endpoint: 1860 ps
  • Slowest library cell on the worst path: clkdlybuf4s50_1
  • Required time worst endpoint: 1920 ps
  • Crit Path Max Fanout: 21
  • Critical path class: in -> out
  • Buffers & Inverters on Critical Path: 3
  • Largest stage delay on the critical path: 470 ps
  • CP Cell Sequence: clkdlybuf4s15_2 -> buf_4 -> nor2_1 -> a211o_1 -> a21oi_2 -> clkdlybuf4s50_1

Drt
  • Detailed-route wire length per cell: 15.06 um
  • Via total after detailed routing: about 1300
  • Residual DRC count: 0
  • Total routed wirelength: 3871 um
  • Drt initial violations: 130
  • Router iterations before antenna repair: 4
  • Inserted Diodes: 0
  • Number of routed nets with antenna violations: 0
  • Via-per-instance ratio: 5.082

Flow run
  • Count of tool warnings: 69
  • Max-cap violations: 0

STA
  • Final tally of hold violations: 0
  • Minimum clock period after layout: between 2000 and 2500 ps
  • Number of max-slew violations in the final report: 0
  • Upper clock frequency limit: 0.4272 GHz
  • Tightest hold margin: about 1500 ps
  • Final Cycle Share: 0.9754
  • Final tally of setup violations: 0

Min path
  • WHS Endpoint: data[21]
  • Number of cells on the worst hold path: 4
  • Class of the most critical hold timing path: in -> out
  • Min-delay src: addr[6]

Power and ir drop
  • Peak supply drop: 0.09513 mV
  • Static leakage power: between 0.8 and 0.9 nW
  • Ratio of total power to cell area: 156.0 nW/um2

Status
  • Run status: finished, final reports clean
[layout make-up]
cell class | instances | area (um2) | share of cell area
Multi-Input combinational cell | 125 | 1001 | 0.5387
Inverter | 8 | 41.29 | 0.02222
Tap cell | 46 | 57.56 | 0.03098
Timing Repair Buffer | 78 | 758.2 | 0.4081
[per-layer routing]
layer / GRT usage / up-vias / wire [um]
met3: 0.02614 / 2 / 346
met5: 0 / - / 0
met1: 0.1523 / 608 / 1723
li1: - / 650 / -
met2: 0.1870 / 46 / 1772
met4: 0.01408 / 0 / 28
[repair_timing]
action / CTS / global route
cloned: 2 / 0
setup buffers: 4 / 0
pin swaps: 6 / 5
resized: 62 / 18
endpoints found under the setup margin: 28 / 7
[power by group]
group / internal [mW] / total (mW) / leakage, nW / switching (mW)
clock: 0 / 0 / 0 / 0
sequential: 0 / 0 / 0 / 0
combinational: 0.160 / 0.290 / 0.862 / 0.129
[worst max path at each step]
| stage | startpoint | endpoint | depth (start not counted) |
|---|---|---|---|
| CTS | addr[5] | data[2] | 7 |
| global route | addr[5] | data[31] | 8 |
| finish | addr[5] | data[29] | 6 |
[placed cells by master, fill, tap and decap left out, drive strengths merged, types with 3 or more instances in the layout]
cell type and count:
conb 4, a211oi 5, o21a 3, a21oi 17
dlygate4sd2 10, nand2b 6, nand2 14, a211o 5
nor2b 6, clkdlybuf4s50 14, buf 46, nor2 10
nor3 8, mux2i 3, ha 12, dlymetal6s2s 4
o21ai 5, inv 7
[through the flow]
stage	cell area, um2	setup TNS, ps	power, mW	instances	setup WS (ps)
global placement	1584	-10500	0.2437	251	-536.7
detailed placement	1584	-10690	0.2451	251	-574.1
floorplan	1027	0	0.1259	152	246.7
CTS	1778	0	0.2769	257	6.855
finish	1858	0	0.2898	257	58.95
global route	1858	-24.17	0.3166	257	-24.17
[cell families after synthesis]
logic type,after synthesis,share of synthesized area
and+or+nand+nor,55,0.2845
buffers and inverters,27,0.1786
AOI/OAI and AO/OA,49,0.3362
xor gates and xnor gates,1,0.008622
other,1,0.003691
adders and majority gates,12,0.1478
muxes,4,0.04064
Power is estimated from default activity; no workload was simulated.
