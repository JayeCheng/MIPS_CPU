==> design.v <==
module RegFile(
    output reg [31:0] regaData,
    output reg [31:0] regbData,
    input wire        clk,
    input wire        rst,
    input wire        we,
    input wire [4:0]  waddr,
    input wire [31:0] wdata,
    input wire        regaRead,
    input wire        regbRead,
    input wire [4:0]  regaAddr,
    input wire [4:0]  regbAddr
);
reg [31:0] reg32 [31 : 0];
initial
begin
    reg32[30]=32'hffffffff;
    reg32[31]=32'b00000000_00000000_00000000_00000001;
end
always@(*)
begin
    if(rst == 1'b1)
        regaData = 32'h00000000;
    else if(regaAddr == 32'h00000000)
        regaData = 32'h00000000;
    else
        regaData = reg32[regaAddr];
end            
always@(*)
begin
    if(rst == 1'b1)
        regbData = 32'h00000000;
    else if(regbAddr == 32'h00000000)
        regbData = 32'h00000000;
    else
        regbData = reg32[regbAddr];
end
always@(posedge clk)
begin
    if(rst == 1'b0)
        if((we == 1'b1) && (waddr != 32'h00000000))
            reg32[waddr] = wdata;
end
endmodule
==> run.sh <==
#!/bin/bash
# OpenROAD 26Q1-2900-gdf79404cd8, Yosys 0.63+post, stock flow scripts
make -C /OpenROAD-flow-scripts/flow DESIGN_CONFIG=/design/flow/config.mk WORK_HOME=/design/flow/orfs finish
==> config.mk <==
export PLATFORM = sky130hd
export DESIGN_NAME = RegFile
export DESIGN_NICKNAME = RegFile
export VERILOG_FILES = /design/flow/design.v
export SDC_FILE = /design/flow/constraint.sdc
export NUM_CORES = 4
export LEC_CHECK = 1
export CORE_UTILIZATION = 30
==> constraint.sdc <==
current_design RegFile

set clk_period 8.4
set clk_io_pct 0.2

create_clock -name clk0 -period $clk_period [get_ports {clk}]

set non_clock_inputs [all_inputs -no_clocks]
set_input_delay [expr $clk_period * $clk_io_pct] -clock clk0 $non_clock_inputs
set_output_delay [expr $clk_period * $clk_io_pct] -clock clk0 [all_outputs]
==> GITHUB_STEP_SUMMARY <==
## Synthesis and layout report

| Metric | Value |
|---|---|
| Crit-path cells | `clkdlybuf4s50_1 > or3b_2 > buf_4 > o22a_1 > o221ai_1 > clkdlybuf4s50_1` |
| Top Ports | `116` |
| Register share after synthesis | `0.650` |
| Final hold violations | `0` |
| Post-synth regs | `1,024` |
| Initial antenna violation count | `10` |
| CP startpoint kind | `input port` |
| Fill count | `14,200` |
| Hold buffer count at cts | `0` |
| # placed instances | `4,318` |
| Largest net degree at the start of global routing | `75` |
| Core area | `156,000 sq um` |
| Max VDD drop | `0.162 mV` |
| Crit path arrival time | `5.24 ns` |
| Post-synthesis instance area | `47,300 sq um` |
| Die W | `399 um` |
| CP Class | `in -> out` |
| CP max-delay cell | `clkdlybuf4s50_1` |
| Vias in the first global route | `28,700` |
| Setup Total Neg Slack | `0 ns` |
| Vias per cell | `5.51` |
| Async SR Flop Fraction | `0` |
| RSZ-0062 raised after global routing | `no` |
| Crit path from | `rst` |
| Static Leak | `0.0171 uW` |
| Xor/xnor share | `0` |
| Final antenna-violating net count | `0` |
| Post-Syn Instances | `2,197` |
| Tightest Pin Transition | `1.06 ns` |
| PostCTS Resize Cnt | `0` |
| Initial detailed-routing violation count | `1,398` |
| CP Max Fanout | `21` |
| Total GRT Usage | `0.189` |
| Root Driver | `clkbuf_16` |
| Clock-pin slew on the worst setup and hold paths | `0.06 ns` |
| Clock Path Buffers | `3` |
| Final Max Tran Viols | `0` |
| Status | `completed` |
| Final HPWL DP | `76.9 mm` |
| YS warnings | `1` |
| Init Core Util | `0.302` |
| First-pass GRT wire length | `199 mm` |
| Post-CTS Setup Inserts | `0` |
| Fa+ha+maj area frac | `0` |
| DR vias | `24,800` |
| Total chip power | `11,200 uW` |
| Post-detailed-route wirelength per cell | `30.7 um` |
| Count of input and output buffers | `113` |
| DR pass1 iterations | `7` |
| CTS Buf Count | `102` |
| Critical Path RT | `6.72 ns` |
| Final Non-Filler Cells | `4,508` |
| Yosys cell types | `35` |
| Top logic family | `multiplexers` |
| Max reg flops | `1,024` |
| Top cells excl fill/tap | `1,024 x edfxtp_1, 498 x mux4_2, 263 x mux2i_1` |
| Flip-flops with a built-in enable | `1,024` |
| Mux frac, synth | `0.293` |
| Synth Area per Inst | `21.5 sq um` |
| Die area | `159,000 sq um` |
| Worst Setup EP | `regbData[0]` |
| H-tree depth | `3` |
| Aoi share | `0.0302` |
| Top cell excl fill/tap | `edfxtp_1` |
| Final setup fails | `0` |
| Final min period | `6.92 ns` |
| Max Cap Viol | `0` |
| Crit. End Element | `output port` |
| Simple share | `0.00802` |
| Ratio of cells with drive above 1 in the final layout | `0.324` |
| Slew headroom | `0.294` |
| Worst hold path class | `in -> reg` |
| OpenROAD warnings | `28` |
| Pre-CTS setup slack | `1.59 ns` |
| CP peak stage delay | `1.07 ns` |
| Fmax | `145 MHz` |
| Die Y-Extent | `399 um` |
| P&R area growth vs syn | `15.7%` |
| Yosys Instances | `2,197` |
| PD cells | `205 nW/um^2` |
| Gr ovfl total | `0` |
| CTS tree | `done` |
| CTS Sinks | `1,024` |
| RePlAce Congestion | `0.832` |
| Yosys chip area | `47,300 sq um` |
| DR DRC count | `0` |
| Critical Path Most Common Cell | `clkdlybuf4s50_1` |
| Final wirelength | `139 mm` |
| Final WS setup | `1.48 ns` |
| Fin crit share | `0.824` |
| Synth Flop Type | `edfxtp_1` |
| Row cnt | `145` |
report_power, final:
group          switching [uW]  internal, uW
logic                     484           418
clock network            1930          2700
registers                18.9          5670
how the worst min path moves through the flow:
| stage | startpoint | endpoint | cells after the start |
|---|---|---|---|
| after CTS | wdata[12] | reg32[23][12] | 2 |
| after global routing | wdata[12] | reg32[23][12] | 2 |
| final | wdata[2] | reg32[29][2] | 2 |
Yosys cell counts, types with 9 or more instances:
library cell / number / area (sq um)
edfxtp_1: 1024 / 30700
mux4_2: 498 / 11200
mux2i_1: 263 / 2630
buf_2: 68 / 340
clkbuf_1: 61 / 229
o221ai_1: 57 / 499
o22a_1: 57 / 499
nor2_1: 35 / 131
buf_4: 26 / 195
buf_1: 17 / 63.8
a22oi_1: 14 / 105
nor2b_1: 9 / 56.3
per-layer routing:
metal / vias to the layer above / wire (um) / GRT usage / part of all wire
li1: 10100 / - / - / -
met1: 12600 / 41100 / 0.187 / 0.30
met2: 1890 / 64700 / 0.283 / 0.47
met3: 250 / 28000 / 0.176 / 0.20
met4: 30 / 4250 / 0.0449 / 0.031
met5: - / 516 / 0.0209 / 0.0037
critical path, delay by kind of cell:
family	cells	cell delay, ns
compound gates	2	0.59
buf+inv	3	2.23
simple gates	1	0.70
cell type report:
class                      count  area, sq um  area share
multi-input combinational   1028        16000       0.293
clock buffer                 120         2680      0.0491
timing repair buffer         208         1960      0.0358
antenna                        3         7.51    0.000137
clock inverter                67          706      0.0129
sequential                  1024        30700       0.562
tap                         2058         2570      0.0471
stage by stage:
stage	hold slack [ns]	util	cell area [sq um]
5_1_grt	1.81	0.350	54700
3_5_place_dp	2.52	0.328	51300
4_1_cts	1.77	0.350	54700
2_1_floorplan	1.78	-	47400
3_3_place_gp	2.50	0.328	51300
6_report	1.81	0.350	54700
cells by family (layout without fill, tap and decap cells):
group           Yosys count  count (layout)
compound gates          165             165
buf+inv                 176             395
flops                  1024            1024
mux                     761             761
other cells               1              35
simple gates             70              70
No activity file was given, so power comes from the tool's default toggle rates.
